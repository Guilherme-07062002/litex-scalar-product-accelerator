[flow/design.v]
`timescale 1ns/1ps
module dot_product_accel (
    input  logic                 clk,
    input  logic                 rst,           
    input  logic                 start,         
    output logic                 done,          
    input  logic signed [31:0]   a0,
    input  logic signed [31:0]   a1,
    input  logic signed [31:0]   a2,
    input  logic signed [31:0]   a3,
    input  logic signed [31:0]   a4,
    input  logic signed [31:0]   a5,
    input  logic signed [31:0]   a6,
    input  logic signed [31:0]   a7,
    input  logic signed [31:0]   b0,
    input  logic signed [31:0]   b1,
    input  logic signed [31:0]   b2,
    input  logic signed [31:0]   b3,
    input  logic signed [31:0]   b4,
    input  logic signed [31:0]   b5,
    input  logic signed [31:0]   b6,
    input  logic signed [31:0]   b7,
    output logic signed [63:0]   result
);
    typedef enum logic [1:0] {
        S_IDLE = 2'b00,
        S_RUN  = 2'b01,
        S_DONE = 2'b10
    } state_t;
    state_t state, state_n;
    logic signed [31:0] A [0:7];
    logic signed [31:0] B [0:7];
    logic [3:0]               idx;       
    logic [3:0]               idx_n;
    logic signed [63:0]       acc;       
    logic signed [63:0]       acc_n;
    logic signed [63:0]       prod;      
    always_ff @(posedge clk) begin
        if (rst) begin
            A[0] <= '0; A[1] <= '0; A[2] <= '0; A[3] <= '0;
            A[4] <= '0; A[5] <= '0; A[6] <= '0; A[7] <= '0;
            B[0] <= '0; B[1] <= '0; B[2] <= '0; B[3] <= '0;
            B[4] <= '0; B[5] <= '0; B[6] <= '0; B[7] <= '0;
        end else if (start && (state != S_RUN)) begin
            A[0] <= a0; A[1] <= a1; A[2] <= a2; A[3] <= a3;
            A[4] <= a4; A[5] <= a5; A[6] <= a6; A[7] <= a7;
            B[0] <= b0; B[1] <= b1; B[2] <= b2; B[3] <= b3;
            B[4] <= b4; B[5] <= b5; B[6] <= b6; B[7] <= b7;
        end
    end
    always_comb begin
        prod = $signed(A[idx]) * $signed(B[idx]);
    end
    always_comb begin
        state_n = state;
        idx_n   = idx;
        acc_n   = acc;
    case (state)
            S_IDLE: begin
                if (start) begin
                    idx_n = 4'd0;
                    acc_n = 64'sd0;
                    state_n = S_RUN;
                end
            end
            S_RUN: begin
                acc_n = acc + prod;  
                if (idx == 4'd7) begin
                    state_n = S_DONE;
                end else begin
                    idx_n = idx + 4'd1;
                end
            end
            S_DONE: begin
                if (start) begin
                    idx_n = 4'd0;
                    acc_n = 64'sd0;
                    state_n = S_RUN;
                end
            end
            default: begin
                state_n = S_IDLE;
            end
        endcase
    end
    always_ff @(posedge clk) begin
        if (rst) begin
            state  <= S_IDLE;
            idx    <= '0;
            acc    <= '0;
            result <= '0;
            done   <= 1'b0;
        end else begin
            state <= state_n;
            idx   <= idx_n;
            acc   <= acc_n;
            if (state == S_RUN && state_n == S_DONE) begin
                result <= acc_n;  
            end
            case (state_n)
                S_IDLE: done <= 1'b0;
                S_RUN:  done <= 1'b0;
                S_DONE: done <= 1'b1;
                default: done <= 1'b0;
            endcase
        end
    end
endmodule
[flow/run.sh]
#!/bin/bash
# OpenROAD 26Q1-2900-gdf79404cd8, Yosys 0.63+post, stock flow scripts
make -C /OpenROAD-flow-scripts/flow DESIGN_CONFIG=/design/flow/config.mk WORK_HOME=/design/flow/orfs finish
[flow/config.mk]
export PLATFORM = sky130hd
export DESIGN_NAME = dot_product_accel
export DESIGN_NICKNAME = dot_product_accel
export VERILOG_FILES = /design/flow/design.v
export SDC_FILE = /design/flow/constraint.sdc
export NUM_CORES = 4
export LEC_CHECK = 1
export CORE_UTILIZATION = 30
[flow/constraint.sdc]
current_design dot_product_accel

set clk_period 69.7
set clk_io_pct 0.2

create_clock -name clk0 -period $clk_period [get_ports {clk}]

set non_clock_inputs [all_inputs -no_clocks]
set_input_delay [expr $clk_period * $clk_io_pct] -clock clk0 $non_clock_inputs
set_output_delay [expr $clk_period * $clk_io_pct] -clock clk0 [all_outputs]
==> impl_metrics.json <==
{
  "status": "complete, no violations",
  "edf_count": 0,
  "dr.pass1.iters": 8,
  "core_area_mm2": 0.215,
  "netlist_area_mm2": 0.0648,
  "grt_max_degree": 166,
  "rows": 170,
  "crit_start": "start",
  "dp_cells": 10711,
  "overflow": 0,
  "critPathKind": "in -> reg",
  "rsz0062_at_grt": "no",
  "drt-vias-per-instance": 4.90,
  "synthArstFlopShare": 0,
  "drive_gt1_frac": 0.0530,
  "final_antenna_net_count": 0,
  "syn_avg_cell_area_um2": 8.54,
  "htree_levels": 3,
  "syn2layout_area_growth_pct": 18.5,
  "syn_inst": 7583,
  "ff_type": "dfxtp_1",
  "layout_top_cell": "nand2_1",
  "setup_violations": 0,
  "cts_tree": "built",
  "start_kind": "input pin",
  "vias": 53424,
  "cp.arrival_ns": 18.43,
  "openroad.warnings": 41,
  "synth_warnings": 3,
  "ctsHoldBuffers": 0,
  "totalWireLength_mm": 239,
  "cap_violations": 0,
  "timing.fmax_mhz": 56.2,
  "route.detailed.drc": 0,
  "period_minus_slack_ns": 17.78,
  "setup_tns_ns": 0,
  "ctsResizeCount": 0,
  "finalClockPeriodUsage": 0.255,
  "required_ns": 70.35,
  "leakagePower_nw": 33.8,
  "clock_latency_ns": 0.72,
  "root_buffer": "clkbuf_16",
  "maxSlewViolCount": 0,
  "r2r_start": "idx[1]$_SDFFE_PP0P_",
  "chipWidth_um": 467,
  "dieArea_mm2": 0.218,
  "yosys_area_mm2": 0.0648,
  "final-hold-violation-count": 0,
  "grt_pass1_vias": 56497,
  "finalNonFillerCells": 10892,
  "path_max_fanout": 158,
  "cts.reportedPaths.clkPinSlew_ns": 0.06,
  "hp-class": "reg -> reg",
  "yosysCellCount": 7583,
  "endpoint_kind": "register",
  "drt_iter0_drc": 3696,
  "gp_congestion": 0.992,
  "ys.flops": 648,
  "tightest_slew_ns": 1.01,
  "io_pins": 580,
  "min_from": "B[5][30]$_SDFFE_PP0P_",
  "final_cell_mix": "1,718 x nand2_1, 1,324 x inv_1, 1,210 x fa_1",
  "port_buffers": 579,
  "grt_pass1_wl_mm": 360,
  "cts_buffer_depth": 3,
  "cts_inserted_buffers": 76,
  "dpl.hpwl_mm": 187,
  "post_cts.repair.setup_buffers": 0,
  "max_slew_margin": 0.327,
  "wl_per_cell_um": 21.9,
  "ir_drop_v": 0.0000344,
  "antenna_found_initial": 34,
  "grt_use_total": 0.235,
  "powerDensity_mw_per_mm2": 29.7,
  "yosysUniqueCellTypes": 81,
  "clkSinkCount": 648,
  "finClkSkew_ns": 0.0683,
  "dieHeight_um": 467,
  "ys_seq_frac": 0.200,
  "fp_util": 0.302
}
power breakdown:
| part | total [mW] | switching, mW | internal [mW] |
|---|---|---|---|
| clock network | 0.433 | 0.183 | 0.251 |
| logic | 1.43 | 0.916 | 0.516 |
| registers | 0.411 | 0.0153 | 0.396 |
critical path: stages:
cell	delay (ns)
clkdlybuf4s50_1	0.46
o21ai_4	0.22
buf_4	0.64
buf_12	0.60
buf_4	0.68
buf_12	0.58
buf_4	0.69
nand2_1	0.14
a21oi_1	0.16
stage by stage:
step,cell area (um2),setup WS (ns),power (mW),utilization,hold WS (ns)
after detailed placement,74000,51.34,1.84,0.345,0.443
after global placement,74000,51.41,1.85,0.345,0.438
after floorplan,64800,54.43,1.38,-,0.417
final,76800,51.92,2.28,0.358,0.452
after global routing,76800,51.75,2.47,0.358,0.467
after CTS,76700,52.11,2.29,0.357,0.453
area by class of cell:
| type | count | area [um2] |
|---|---|---|
| Clock inverter | 35 | 571 |
| Clock buffer | 107 | 2160 |
| Tap cell | 2838 | 3550 |
| Multi-Input combinational cell | 5159 | 45400 |
| Antenna cell | 39 | 97.6 |
| Timing Repair Buffer | 742 | 7070 |
| Sequential cell | 648 | 13000 |
| Inverter | 1324 | 4970 |
| Fill cell | 21327 | 138000 |
sequential cells by signal (all words and copies together) (netlist names):
register,flops
A,256
B,256
acc,64
result,64
idx,4
state,3
done,1
cells in the mapped netlist, types with 37 or more instances:
cell type | instances | share of area
o21ai_1 | 42 | 0.0032
a21o_1 | 37 | 0.0043
dfxtp_1 | 648 | 0.20
mux2_2 | 48 | 0.0083
clkbuf_1 | 419 | 0.024
nand4_1 | 61 | 0.0059
o21ai_0 | 49 | 0.0038
a222oi_1 | 64 | 0.0099
a21oi_1 | 605 | 0.047
a211oi_1 | 38 | 0.0044
a22oi_1 | 113 | 0.013
o21a_1 | 50 | 0.0058
xnor2_1 | 57 | 0.0077
fa_1 | 1210 | 0.37
ha_1 | 224 | 0.043
nand2_1 | 1719 | 0.10
and2_1 | 48 | 0.0046
inv_1 | 1324 | 0.077
nor2_1 | 543 | 0.031
cell families after synthesis:
| family | after synthesis | share of synthesized area |
|---|---|---|
| XOR/XNOR | 80 | 0.0108 |
| flip-flops | 648 | 0.200 |
| buffers and inverters | 1776 | 0.104 |
| multiplexers | 48 | 0.00835 |
| AND/OR/NAND/NOR | 2486 | 0.152 |
| adder cells (fa/ha/maj) | 1434 | 0.417 |
| AND-OR/OR-AND | 1111 | 0.107 |
worst paths after layout:
kind	endpoint	slack, ns	cells after the start
worst min-delay path	B[5][30]$_SDFFE_PP0P_	0.45	2
worst min register to register	B[5][30]$_SDFFE_PP0P_	0.45	2
worst max-delay path	A[3][21]$_SDFFE_PP0P_	51.92	9
worst max register to register	result[63]$_SDFFE_PP0P_	57.79	34
layer usage:
metal	track usage	vias up	wire (um)	share of wire
met5	0.00220	-	23	0.000096
met2	0.355	2388	109000	0.46
met3	0.0992	441	27500	0.12
met4	0.110	4	13700	0.057
li1	-	23991	-	-
met1	0.295	26600	88700	0.37
No activity file was given, so power comes from the tool's default toggle rates.
